## flow/constraint.sdc

```tcl
current_design SelectableExtendablePipeReg

set clk_period 3.2
set clk_io_pct 0.2

create_clock -name clk0 -period $clk_period [get_ports {clk_pll}]

set non_clock_inputs [all_inputs -no_clocks]
set_input_delay [expr $clk_period * $clk_io_pct] -clock clk0 $non_clock_inputs
set_output_delay [expr $clk_period * $clk_io_pct] -clock clk0 [all_outputs]
```

## flow/design.v

```verilog
`timescale 1ns / 1ps
module SelectableExtendablePipeReg
#(parameter num_of_extra_pipes = 0, num_of_bits = 27)( 
	input wire [num_of_bits - 1 : 0] in,
	input wire [1 : 0] mode,
	input wire clk_pll,
	output reg [num_of_bits - 1 : 0] out
    );
	localparam disabled = 2'b00;
	localparam not_extended = 2'b10;
	localparam extended = 2'b11;
	localparam num_of_pipes = num_of_extra_pipes + 7;
	reg [num_of_bits - 1 : 0] pipe [num_of_pipes - 1 : 0];
	integer i;
	always @(posedge clk_pll)
	begin
		pipe [0] <= in;
		for(i = 1; i < num_of_pipes; i = i + 1)
		begin
			pipe[i]  <= pipe[i - 1];
		end
	end
	always @(*)
	begin
		case (mode)
			disabled: out = in;
			not_extended: out = pipe[num_of_extra_pipes - 1];
			extended: out = pipe[num_of_pipes - 1];
			default : out = 27'bxxxxxxxxxxxxxxxxxxxxxxxxxxx;
		endcase
	end
endmodule
```

## flow/config.mk

```make
export PLATFORM = sky130hd
export DESIGN_NAME = SelectableExtendablePipeReg
export DESIGN_NICKNAME = SelectableExtendablePipeReg
export VERILOG_FILES = /design/flow/design.v
export SDC_FILE = /design/flow/constraint.sdc
export NUM_CORES = 4
export LEC_CHECK = 1
export CORE_UTILIZATION = 40
```

## flow/run.sh

```bash
#!/bin/bash
# OpenROAD 26Q1-2900-gdf79404cd8, Yosys 0.63+post, stock flow scripts
make -C /OpenROAD-flow-scripts/flow DESIGN_CONFIG=/design/flow/config.mk WORK_HOME=/design/flow/orfs finish
```

==> results.yml <==
# implementation run metrics
synth:
  syn_area_per_cell_um2: 19.2
  yosysTopAreaCellShare: 0.898
  synth_area_um2: 4210
  yosysSeqAreaShare: 0.898
  synth.area.top_cells: "dfxtp_1 90%, mux2_4 7.1%, mux2_2 1.9%"
  syn-instance-count: 219
  ys_cells: 219
  ys.warnings.count: 2
  yosys.area.top_type: "dfxtp_1"
  ys_types: 5
  yosys-stat-area_um2: 4210
  ys_ff: 189
power:
  p_int_uw: 3830
  switchingPower_uw: 879
  power_density_nw_per_um2: 853
  p_clk_frac: 0.439
  power.leakage_uw: 0.00233
  pwr-share-seq: 0.532
  combPwrFrac: 0.030
  vdd_ir_drop_max_uv: 349
  netSwitchingFraction: 0.186
  total_power_uw: 4710
clocking:
  clk_latency_ns: 0.51
  cts_hold_buf: 0
  clock_path_buffers: 2
  cts_htree_levels: 4
  clock-sinks: 189
  cts_resized: 0
  path_clk_slew_ns: 0.06
  root_buffer: "clkbuf_8"
  cts_tree: "done"
  post_cts_buffers: 0
  numCtsBuffers: 17
final_timing:
  fin_crit_sh: 0.875
  maxSlewViolCount: 0
  finalClockSkew_ns: 0.00836
  slew_headroom: 0.819
  min_period_ns: 2.80
  clock.fmax_mhz: 357
  rsz0062_at_grt: "no"
  worst_slew_pin_slew_ns: 0.271
  finalHoldViolations: 0
  final.setup.tns_ns: 0
  setup_viol: 0
  layout_setup_ws_ns: 0.399
critical_path:
  cp-start-kind: "primary input"
  cp_data_arrival_time_ns: 2.16
  r2r_cells: 0
  critical_path_class: "in2out"
  cp_max_fo: 27
  cp.required_ns: 2.56
  end_kind: "primary output"
global_route:
  grt.overflow.total: 0
  grt_pass1_vias: 1535
  grt_pass1_wl_um: 7670
  antenna_found_initial: 0
  grt_max_degree: 28
  grt_usage: 0.0947
finish:
  largest_reg_flops: 189
  syn_to_final_growth_pct: 31.2
  largest-register: "pipe"
  most-common-layout-cells: "189 x dfxtp_1, 56 x clkdlybuf4s50_1, 20 x mux2_4"
  drive_gt1_frac: 0.190
  final_util: 0.538
  reg_top3: "pipe (189)"
  layout_top_cell: "dfxtp_1"
  n_fill_cell: 820
routing:
  viasPerCell: 3.71
  wl_um: 4620
  antennaDiodeCount: 0
  drtPass1Iterations: 4
  first_iter_violations: 23
  wl_per_cell_um: 10.5
  vias: 1635
  ant_nets: 0
  drc: 0
die:
  die_x_um: 105
  ios: 57
  core_um2: 10300
  dieHeight_um: 105
  initial_core_util: 0.410
  rows: 37
  dieArea_um2: 10900
job:
  openroad.warnings: 25
  drv_cap: 0
placement:
  portBuffers: 56
  gp_congestion: 0.661
  post-place-ws_ns: 0.380
  hpwlAfterDp_um: 2580
hold_path:
  min_path_type: "reg2reg"
  whs_path_depth: 0
run_status:
  status: "finished, final reports clean"
-- power groups by stage --
stage / Sequential (µW) / Clock, µW / Combinational [µW]
CTS: 2510 / 2120 / 142
global route: 2520 / 2230 / 150
finish: 2510 / 2070 / 139
-- kinds of logic after synthesis --
| family | synth area share |
|---|---|
| simple gates | 0.00267 |
| buf+inv | 0.00950 |
| flops | 0.898 |
| mux | 0.0900 |
-- synth_stat cells --
cell     count
mux2_4      20
mux2_2       7
buf_12       2
nand2_4      1
dfxtp_1    189
-- final cells by class --
type                       instances  area (µm²)  area share
timing repair buffer              57         581       0.105
multi-input combinational         28         390      0.0706
tap                              136         170      0.0308
clock buffer                      21         449      0.0813
clock inverter                    10         154      0.0278
sequential                       189        3780       0.684
-- final timing paths --
kind,startpoint,slack (ns),endpoint
worst max-delay path,mode[0],0.40,out[0]
worst min register to register,pipe[5][3],0.32,pipe[6][3]
worst min-delay path,pipe[5][3],0.32,pipe[6][3]
worst max register to register,pipe[5][8],2.79,pipe[6][8]
-- per-stage QoR --
stage	hold WS [ns]	area, µm²	std cells
finish	0.320	5530	441
global placement	0.310	4920	410
CTS	0.320	5530	441
floorplan	0.310	4210	219
global route	0.331	5530	441
detailed placement	0.312	4920	410
-- per-layer routing --
layer	vias up	wire (µm)	GRT usage
li1	848	-	-
met1	745	2680	0.171
met2	38	1680	0.110
met3	4	209	0.0368
met4	0	47	0.0191
met5	-	0	0
-- worst max-delay path, stage by stage --
cell and delay [ns]:
clkdlybuf4s50_1 0.44, nand2_4 0.09, buf_12 0.22, mux2_2 0.36, clkdlybuf4s50_1 0.41
No activity file was given, so power comes from the tool's default toggle rates.

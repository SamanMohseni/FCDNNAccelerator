==> ./design.v <==
`timescale 1ns / 1ps
module FPExpAdder(
	input wire [7 : 0] in,
	input wire [7 : 0] change,
	output reg [7 : 0] out
    );
	reg [8 : 0] res;
	always @(*)
	begin
		res = in + change;
		out = res[7:0];
		if(in[7] == 1'b0 && change[7] == 1'b0)
		begin
			if(res[7]) 
			begin
				out = 127;
			end
		end
		else if(in[7] == 1'b1 && change[7] == 1'b1)
		begin
			if(!res[7]) 
			begin
				out = -128;
			end
		end
	end
endmodule
`timescale 1ns / 1ps
module FloatingPointMultiplier( 
	input wire [26 : 0] in_1,
	input wire [26 : 0] in_2,
	input wire clk_pll,
	output wire [26 : 0] out
    );
	wire in_1_sign;
	wire [7 : 0] in_1_exp;
	wire [17 : 0] in_1_fraction;
	wire in_2_sign;
	wire [7 : 0] in_2_exp;
	wire [17 : 0] in_2_fraction;
	reg out_sign;
	reg [7 : 0] out_exp;
	reg [17 : 0] out_fraction;
	assign in_1_sign = in_1[26];
	assign in_1_exp = in_1[25 : 18];
	assign in_1_fraction = in_1[17 : 0];
	assign in_2_sign = in_2[26];
	assign in_2_exp = in_2[25 : 18];
	assign in_2_fraction = in_2[17 : 0];
	assign out[26] = out_sign;
	assign out[25 : 18] = out_exp;
	assign out[17 : 0] = out_fraction;
	reg [7 : 0] fp_exp_adder_in;
	reg [7 : 0] fp_exp_adder_change;
	wire [7 : 0] fp_exp_adder_out;
	FPExpAdder fp_exp_adder (
		.in(fp_exp_adder_in),
		.change(fp_exp_adder_change),
		.out(fp_exp_adder_out)
	);
	reg pipe_sign;
	reg [7:0] pipe_exp;
	reg [35:0] pipe_prod;
	always @(posedge clk_pll)
	begin
		pipe_sign <= in_1_sign ^ in_2_sign;
		pipe_prod <= in_1_fraction * in_2_fraction;
		pipe_exp <= fp_exp_adder_out;
	end
	always @(*)
	begin
		fp_exp_adder_in = in_1_exp;
		fp_exp_adder_change = in_2_exp;
	end
	reg [7 : 0] fp_exp_sub_adder_in;
	reg [7 : 0] fp_exp_sub_adder_change;
	wire [7 : 0] fp_exp_sub_adder_out;
	FPExpAdder fp_exp_sub_adder (
		.in(fp_exp_sub_adder_in),
		.change(fp_exp_sub_adder_change),
		.out(fp_exp_sub_adder_out)
	);
	always @(*)
	begin
		out_sign = pipe_sign;
		fp_exp_sub_adder_in = pipe_exp;
		if(pipe_prod[35])
		begin
			fp_exp_sub_adder_change = 0;
			out_fraction = pipe_prod[35:18];
		end
		else
		begin
			fp_exp_sub_adder_change = -1;
			out_fraction = pipe_prod[34:17];
		end
		out_exp = fp_exp_sub_adder_out;
	end
endmodule
==> ./run.sh <==
#!/bin/bash
# OpenROAD 26Q1-2900-gdf79404cd8, Yosys 0.63+post, stock flow scripts
make -C /OpenROAD-flow-scripts/flow DESIGN_CONFIG=/design/flow/config.mk WORK_HOME=/design/flow/orfs finish
==> ./config.mk <==
export PLATFORM = sky130hd
export DESIGN_NAME = FloatingPointMultiplier
export DESIGN_NICKNAME = FloatingPointMultiplier
export VERILOG_FILES = /design/flow/design.v
export SDC_FILE = /design/flow/constraint.sdc
export NUM_CORES = 4
export LEC_CHECK = 1
export CORE_UTILIZATION = 50
==> ./constraint.sdc <==
current_design FloatingPointMultiplier

set clk_period 10.8
set clk_io_pct 0.2

create_clock -name clk0 -period $clk_period [get_ports {clk_pll}]

set non_clock_inputs [all_inputs -no_clocks]
set_input_delay [expr $clk_period * $clk_io_pct] -clock clk0 $non_clock_inputs
set_output_delay [expr $clk_period * $clk_io_pct] -clock clk0 [all_outputs]
==> out/metrics.yaml <==
dr.pass1.iters: 6
hold_buffers: 0
rsz0062_at_grt: "no"
dp_hpwl_mm: 23.1
worst_slew_margin_rel_pct: 39.1
max-clock-path-buffers: 2
cts.htree.levels: 1
critical_path.max_stage_delay_ns: 1.00
ys_flops: 28
route.antenna.remaining_nets: 0
synth_area_mm2: 0.0118
num_io_pins: 82
tightest_slew_ns: 0.910
detailroute.via_count: 8774
numClockSinks: 28
crit_chain: "clkdlybuf4s50_1 -> nand2_1 -> fa_1 -> fa_1 -> fa_1 -> fa_1 -> inv_1 -> fa_1 -> inv_1 -> fa_1 -> inv_1 -> ha_1 -> nand4_2 -> nor2_1 -> a31oi_1 -> a211oi_2 -> a311oi_1 -> o31ai_2 -> xor2_1"
synth-simple-area-share_pct: 17.0
report.final.hold_viol_count: 0
post_cts_buffers: 0
drt_wl_total_mm: 27.7
synth.yosys.chip_area_mm2: 0.0118
synth.yosys.warnings: 2
die_w_um: 156
port_buffers: 81
setup.worst_path.end_class: "flip-flop"
via_count_of_the_first_global_routing_pass: 9509
design_area_mm2: 0.0130
synth_top_flop_cell: "sky130_fd_sc_hd__dfxtp_1"
ys_sh_xor_pct: 2.29
top_area_cell: "sky130_fd_sc_hd__fa_1"
fin_crit_sh_pct: 79.4
syn-instance-count: 1351
synth-cells-yosys: 1351
cts_tree: "yes"
antenna_violations_before_repair: 0
fp_util_pct: 51.6
global_route.overflow_total: 0
cpMaxStageDelayCell: "sky130_fd_sc_hd__clkdlybuf4s50_1"
status: "finished, final reports clean"
synth.avg_cell_area_um2: 8.76
route.detailed.wl_per_inst_um: 16.2
global_route_total_usage_across_every_layer_pct: 27.1
detail_route.antenna_diodes: 0
global_route_wire_length_before_repair_mm: 47.7
critical-path-top-cell-by-count: "sky130_fd_sc_hd__fa_1"
number_of_buffers_added_by_the_clock_tree_synthesis_step: 3
first_iter_violations: 368
ctsRootBufferMaster: "sky130_fd_sc_hd__clkbuf_16"
timing.setup.tns_ns: 0
adder_share_pct: 56.7
chip_area_mm2: 0.0243
netlist_top_cells_area: "sky130_fd_sc_hd__fa_1 (43%), sky130_fd_sc_hd__ha_1 (13%), sky130_fd_sc_hd__inv_1 (9.6%), sky130_fd_sc_hd__and2_1 (7.1%), sky130_fd_sc_hd__nand2_1 (6.9%)"
setup_viol: 0
worstPathRequired_ns: 10.94
max_cap_viol_count: 0
fmax_mhz: 117
final_period_minus_worst_setup_slack_ns: 8.57
yosys-dominant-comb-family: "adder cells"
clock_pin_slew_reported_for_the_worst_setup_and_hold_paths_after_clock_tree_synthesis_ns: 0.06
gp_congestion: 0.901
synth-edff-count: 0
yosys.area.top_type_share_pct: 43.5
rows: 55
design.core.area_mm2: 0.0229
cts_repair_resize_count: 0
yosys.cell_types.count: 50
yosys.stat.seqShare_pct: 4.74
post-route-drc-count: 0
dieHeight_um: 156
setup.worst_path.start_class: "input port"
timing.critical_path.arrival_ns: 8.71
area_growth_pct: 10.2
grt_start_max_net_pins: 23
aoi_share_pct: 6.29
filler_cell_count: 2121
synth.mux.area_fraction_pct: 1.62
openroad.warnings: 28
post_route_cells_drive_above_1_share_pct: 3.22
hold_path.class: "in2reg"
crit_type: "in2reg"
share_of_flip_flops_with_an_asynchronous_set_or_reset_pct: 0
route.detailed.vias_per_inst: 5.13
placedInstanceArea_mm2: 0.0129
crit_fanout: 18
drv_slew: 0
critical path, delay by kind of cell:
kind | cells | cell delay (ns)
compound gates | 4 | 1.32
xor+xnor | 1 | 0.16
fa+ha+maj | 7 | 3.51
buf+inv | 4 | 1.15
simple gates | 3 | 0.39
synthesized netlist by cell type (4+ instances only):
cell	number
sky130_fd_sc_hd__inv_1	304
sky130_fd_sc_hd__fa_1	257
sky130_fd_sc_hd__nand2_1	218
sky130_fd_sc_hd__and2_1	134
sky130_fd_sc_hd__ha_1	125
sky130_fd_sc_hd__a21oi_1	50
sky130_fd_sc_hd__clkbuf_1	50
sky130_fd_sc_hd__dfxtp_1	28
sky130_fd_sc_hd__nor2_1	23
sky130_fd_sc_hd__o21ai_0	20
sky130_fd_sc_hd__xnor2_1	20
sky130_fd_sc_hd__mux2_2	17
sky130_fd_sc_hd__a21o_1	13
sky130_fd_sc_hd__xor2_1	11
sky130_fd_sc_hd__nand4_1	9
sky130_fd_sc_hd__and3_1	5
sky130_fd_sc_hd__nand3_1	5
sky130_fd_sc_hd__nor3_1	5
sky130_fd_sc_hd__o21ai_1	5
sky130_fd_sc_hd__o21bai_1	5
sky130_fd_sc_hd__nor2b_1	4
sky130_fd_sc_hd__o211ai_1	4
sky130_fd_sc_hd__o21a_1	4
cells in the final DEF, fill, tap and decap left out, types with 3 or more instances in the layout:
master	instances
sky130_fd_sc_hd__nand4_1	9
sky130_fd_sc_hd__o21a_1	4
sky130_fd_sc_hd__clkbuf_16	3
sky130_fd_sc_hd__fa_1	257
sky130_fd_sc_hd__o21ai_0	20
sky130_fd_sc_hd__and3_1	5
sky130_fd_sc_hd__nand2_1	218
sky130_fd_sc_hd__nor3_1	5
sky130_fd_sc_hd__dfxtp_1	28
sky130_fd_sc_hd__nand3_1	5
sky130_fd_sc_hd__inv_1	304
sky130_fd_sc_hd__o211ai_1	4
sky130_fd_sc_hd__clkdlybuf4s50_1	81
sky130_fd_sc_hd__a21oi_1	50
sky130_fd_sc_hd__xor2_1	11
sky130_fd_sc_hd__nor2b_1	4
sky130_fd_sc_hd__nor2_1	23
sky130_fd_sc_hd__a21o_1	13
sky130_fd_sc_hd__ha_1	125
sky130_fd_sc_hd__mux2_2	17
sky130_fd_sc_hd__o21bai_1	5
sky130_fd_sc_hd__buf_4	14
sky130_fd_sc_hd__o21ai_1	5
sky130_fd_sc_hd__and2_1	134
sky130_fd_sc_hd__xnor2_1	20
final cells by class:
cell class	instances	area, um^2	area share [%]
inverters	304	1140	8.75
repair buffers	95	916	7.02
clock inverters	1	30.0	0.230
clock buffers	3	75.1	0.576
flip-flops and latches	28	561	4.30
well taps	313	392	3.00
multi-input cells	965	9920	76.1
per-layer routing:
| metal | wire length [um] | vias up | track usage [%] |
|---|---|---|---|
| li1 | - | 4141 | - |
| met1 | 11500 | 4355 | 38.5 |
| met2 | 13800 | 246 | 44.9 |
| met3 | 1750 | 32 | 6.62 |
| met4 | 700 | 0 | 5.28 |
| met5 | 0 | - | 0 |
final timing paths:
check,cells past startpoint,to,from
worst min-delay path,2,pipe_sign,in_2[26]
worst max-delay path,19,pipe_prod[34],in_1[10]
registers in the layout, indices dropped and copies added, names as in the netlist:
register	cells
pipe_sign	1
pipe_prod	19
pipe_exp	8
stage by stage:
stage / cells / util [%] / setup slack, ns / hold WS (ns)
2_1_floorplan: 1351 / - / 3.11 / 2.25
3_3_place_gp: 1705 / 56.4 / 1.91 / 2.75
3_5_place_dp: 1705 / 56.4 / 1.91 / 2.75
4_1_cts: 1709 / 56.9 / 2.15 / 2.48
5_1_grt: 1709 / 56.9 / 1.80 / 2.49
6_report: 1709 / 56.9 / 2.23 / 2.48
cell families (layout without fill, tap and decap cells):
| family | count (synthesis) | after routing |
|---|---|---|
| XOR/XNOR | 31 | 31 |
| adder cells (fa/ha/maj) | 382 | 382 |
| multiplexers | 17 | 17 |
| flip-flops | 28 | 28 |
| AND-OR/OR-AND | 120 | 120 |
| AND/OR/NAND/NOR | 415 | 415 |
| buffers and inverters | 358 | 403 |

--- /design/flow/config.mk ---
export PLATFORM = sky130hd
export DESIGN_NAME = FloatingPointAdder
export DESIGN_NICKNAME = FloatingPointAdder
export VERILOG_FILES = /design/flow/design.v
export SDC_FILE = /design/flow/constraint.sdc
export NUM_CORES = 4
export LEC_CHECK = 1
export CORE_UTILIZATION = 30
--- /design/flow/constraint.sdc ---
current_design FloatingPointAdder

set clk_period 9.2
set clk_io_pct 0.2

create_clock -name clk0 -period $clk_period [get_ports {clk_pll}]

set non_clock_inputs [all_inputs -no_clocks]
set_input_delay [expr $clk_period * $clk_io_pct] -clock clk0 $non_clock_inputs
set_output_delay [expr $clk_period * $clk_io_pct] -clock clk0 [all_outputs]
--- /design/flow/design.v ---
`timescale 1ns / 1ps
module FPExpAdder(
	input wire [7 : 0] in,
	input wire [7 : 0] change,
	output reg [7 : 0] out
    );
	reg [8 : 0] res;
	always @(*)
	begin
		res = in + change;
		out = res[7:0];
		if(in[7] == 1'b0 && change[7] == 1'b0)
		begin
			if(res[7]) 
			begin
				out = 127;
			end
		end
		else if(in[7] == 1'b1 && change[7] == 1'b1)
		begin
			if(!res[7]) 
			begin
				out = -128;
			end
		end
	end
endmodule
`timescale 1ns / 1ps
module FPNormal(
	input wire [26 : 0] in_1,
	input wire [26 : 0] in_2,
	output wire [26 : 0] out_1,
	output wire [26 : 0] out_2
    );
	wire in_1_sign;
	wire signed [7 : 0] in_1_exp;
	wire [17 : 0] in_1_fraction;
	wire in_2_sign;
	wire signed [7 : 0] in_2_exp;
	wire [17 : 0] in_2_fraction;
	reg out_1_sign;
	reg out_2_sign;
	reg [7 : 0] out_exp;
	reg [17 : 0] out_1_fraction;
	reg [17 : 0] out_2_fraction;
	assign in_1_sign = in_1[26];
	assign in_1_exp = in_1[25 : 18];
	assign in_1_fraction = in_1[17 : 0];
	assign in_2_sign = in_2[26];
	assign in_2_exp = in_2[25 : 18];
	assign in_2_fraction = in_2[17 : 0];
	assign out_1[26] = out_1_sign;
	assign out_2[26] = out_2_sign;
	assign out_1[25 : 18] = out_exp;
	assign out_2[25 : 18] = out_exp;
	assign out_1[17 : 0] = out_1_fraction;
	assign out_2[17 : 0] = out_2_fraction;
	reg [17 : 0] shifter_fraction;
	reg [7 : 0] shifter_shift;
	wire [17 : 0] shifter_out;
	ShiftRight shifter(.fraction(shifter_fraction), .shift(shifter_shift), .out(shifter_out));
	always @(*)
	begin
		out_1_sign = in_1_sign;
		out_2_sign = in_2_sign;
		if(in_1_exp < in_2_exp)
		begin
			out_exp = in_2_exp;
			out_2_fraction = in_2_fraction;
			shifter_fraction = in_1_fraction;
			shifter_shift = in_2_exp - in_1_exp;
			out_1_fraction = shifter_out;
		end
		else
		begin
			out_exp = in_1_exp;
			out_1_fraction = in_1_fraction;
			shifter_fraction = in_2_fraction;
			shifter_shift = in_1_exp - in_2_exp;
			out_2_fraction = shifter_out;
		end
	end
endmodule
`timescale 1ns / 1ps
module FPShiftNormal(
	input wire [26:0] in,
	input wire carry,
	output wire [26:0] out
    );
	reg out_sign;
	reg [7 : 0] out_exp;
	reg [17 : 0] out_fraction;	
	assign out[26] = out_sign;
	assign out[25 : 18] = out_exp;
	assign out[17 : 0] = out_fraction;
	wire in_sign;
	wire [7 : 0] in_exp;
	wire [17 : 0] in_fraction;
	assign in_sign = in[26];
	assign in_exp = in[25 : 18];
	assign in_fraction = in[17 : 0];
	reg [7 : 0] f_p_exp_adder_in;
	reg [7 : 0] f_p_exp_adder_change;
	wire [7 : 0] f_p_exp_adder_out;
	FPExpAdder f_p_exp_adder (
		.in(f_p_exp_adder_in),
		.change(f_p_exp_adder_change),
		.out(f_p_exp_adder_out)
	);
	reg [17 : 0] shift_left_fraction;
	reg [7 : 0] shift_left_shift;
	wire [17 : 0] shift_left_out;
	ShiftLeft shift_left (
		.fraction(shift_left_fraction),
		.shift(shift_left_shift), 
		.out(shift_left_out)
	);
	reg [5 : 0] highest_set_bit;
	integer i;
	always @(*)
	begin
		out_sign = in_sign;
		f_p_exp_adder_in = in_exp;
		out_exp = f_p_exp_adder_out;
		shift_left_fraction = in_fraction;
		shift_left_shift = 0;
		highest_set_bit = 0;
		if(carry)
		begin
			f_p_exp_adder_change = 1;
			out_fraction = {1'b1, in_fraction[17 : 1]};
		end
		else
		begin
			highest_set_bit = 18;
			for (i=0; i<=17; i=i+1)
			begin
				if (in[i]) highest_set_bit = (17 - i);
			end
			shift_left_shift = highest_set_bit;
			f_p_exp_adder_change = -highest_set_bit;
			out_fraction = shift_left_out | (18'b1000_0000_0000_0000_00);
		end
	end
endmodule
`timescale 1ns / 1ps
module FPSubAdder(
	input wire [26 : 0] in_1,
	input wire [26 : 0] in_2,
	output wire [26 : 0] out,
	output reg carry
    );
	localparam negative = 1'b1;
	localparam possetive = 1'b0;
	wire in_1_sign;
	wire [17 : 0] in_1_fraction;
	wire in_2_sign;
	wire [17 : 0] in_2_fraction;
	wire [7 : 0] in_exp;
	reg out_sign;
	reg [7 : 0] out_exp;
	reg [17 : 0] out_fraction;
	assign in_1_sign = in_1[26];
	assign in_1_fraction = in_1[17 : 0];
	assign in_2_sign = in_2[26];
	assign in_2_fraction = in_2[17 : 0];
	assign in_exp = in_1[25 : 18];
	assign out[26] = out_sign;
	assign out[25 : 18] = out_exp;
	assign out[17 : 0] = out_fraction;
	reg [18 : 0] op_1;
	reg [18 : 0] op_2;
	reg signed [18 : 0] res;
	always @(*)
	begin
		out_exp = in_exp;
		if(in_1_sign == possetive)
		begin
			op_1 = {1'b0, in_1_fraction};
		end
		else
		begin
			op_1 = -{1'b0, in_1_fraction};
		end
		if(in_2_sign == possetive)
		begin
			op_2 = {1'b0, in_2_fraction};
		end
		else
		begin
			op_2 = -{1'b0, in_2_fraction};
		end
		res = op_1 + op_2;
		if(in_1_sign ^ in_2_sign)
		begin
			out_sign = res[18];
			if(out_sign == negative)
			begin
				res = -res;
			end
			out_fraction = res[17:0];
			carry = 0;
		end
		else if(in_1_sign == possetive)
		begin
			out_sign = possetive;
			out_fraction = res[17:0];
			carry = res[18];
		end
		else
		begin
			out_sign = negative;
			res = -res;
			out_fraction = res[17:0];
			carry = res[18];
		end
	end
endmodule
`timescale 1ns / 1ps
module FloatingPointAdder( 
	input wire [26 : 0] in_1,
	input wire [26 : 0] in_2,
	input wire clk_pll,
	output wire [26 : 0] out
    );
	localparam negative = 1'b1;
	localparam possetive = 1'b0;
	wire [26:0] f_p_normal_out_1;
	wire [26:0] f_p_normal_out_2;
	FPNormal f_p_normal (
		.in_1(in_1), 
		.in_2(in_2), 
		.out_1(f_p_normal_out_1), 
		.out_2(f_p_normal_out_2)
	);
	reg [26:0] pipe_1_out_1;
	reg [26:0] pipe_1_out_2;
	always @(posedge clk_pll)
	begin
		pipe_1_out_1 <= f_p_normal_out_1;
		pipe_1_out_2 <= f_p_normal_out_2;
	end
	wire [26:0] f_p_sub_adder_out;
	wire f_p_sub_adder_carry;
	FPSubAdder f_p_sub_adder (
		.in_1(pipe_1_out_1),
		.in_2(pipe_1_out_2),
		.out(f_p_sub_adder_out),
		.carry(f_p_sub_adder_carry)
	);
	reg [26:0] pipe_2_out;
	reg pipe_2_carry;
	always @(posedge clk_pll)
	begin
		pipe_2_out <= f_p_sub_adder_out;
		pipe_2_carry <= f_p_sub_adder_carry;
	end
	FPShiftNormal f_p_shift_normal (
		.in(pipe_2_out),
		.carry(pipe_2_carry),
		.out(out)
	);
endmodule
`timescale 1ns / 1ps
module ShiftLeft(
	input wire [17 : 0] fraction,
	input wire [7 : 0] shift,
	output reg [17 : 0] out
    );
	always @(*)
	begin
		case (shift)
			0: out = fraction;
			1: out = {fraction[16: 0], 1'b0};
			2: out = {fraction[15: 0], 2'b00};
			3: out = {fraction[14: 0], 3'b000};
			4: out = {fraction[13: 0], 4'b0000};
			5: out = {fraction[12: 0], 5'b00000};
			6: out = {fraction[11: 0], 6'b000000};
			7: out = {fraction[10: 0], 7'b0000000};
			8: out = {fraction[9: 0], 8'b00000000};
			9: out = {fraction[8: 0], 9'b000000000};
			10: out = {fraction[7: 0], 10'b0000000000};
			11: out = {fraction[6: 0], 11'b00000000000};
			12: out = {fraction[5: 0], 12'b000000000000};
			13: out = {fraction[4: 0], 13'b0000000000000};
			14: out = {fraction[3: 0], 14'b00000000000000};
			15: out = {fraction[2: 0], 15'b000000000000000};
			16: out = {fraction[1: 0], 16'b0000000000000000};
			17: out = {fraction[0: 0], 17'b00000000000000000};
			default: out = 18'b000000000000000000;
		endcase
	end
endmodule
`timescale 1ns / 1ps
module ShiftRight(
	input wire [17 : 0] fraction,
	input wire [7 : 0] shift,
	output reg [17 : 0] out
    );
	always @(*)
	begin
		case (shift)
			0: out = fraction;
			1: out = {1'b0, fraction[17: 1]};
			2: out = {2'b00, fraction[17: 2]};
			3: out = {3'b000, fraction[17: 3]};
			4: out = {4'b0000, fraction[17: 4]};
			5: out = {5'b00000, fraction[17: 5]};
			6: out = {6'b000000, fraction[17: 6]};
			7: out = {7'b0000000, fraction[17: 7]};
			8: out = {8'b00000000, fraction[17: 8]};
			9: out = {9'b000000000, fraction[17: 9]};
			10: out = {10'b0000000000, fraction[17: 10]};
			11: out = {11'b00000000000, fraction[17: 11]};
			12: out = {12'b000000000000, fraction[17: 12]};
			13: out = {13'b0000000000000, fraction[17: 13]};
			14: out = {14'b00000000000000, fraction[17: 14]};
			15: out = {15'b000000000000000, fraction[17: 15]};
			16: out = {16'b0000000000000000, fraction[17: 16]};
			17: out = {17'b00000000000000000, fraction[17: 17]};
			default: out = 18'b000000000000000000;
		endcase
	end
endmodule
--- /design/flow/run.sh ---
#!/bin/bash
# OpenROAD 26Q1-2900-gdf79404cd8, Yosys 0.63+post, stock flow scripts
make -C /OpenROAD-flow-scripts/flow DESIGN_CONFIG=/design/flow/config.mk WORK_HOME=/design/flow/orfs finish
==> notes.md <==
Physical implementation status

The placer congestion estimate stands at 0.998. Signal routing reaches up to met4. The number of instances in the synthesized netlist stands at 1199. The wire length on met2 stands at 13900 um.

Power spread over the standard cell area amounts to a little over 300 nW/um^2. The clock-pin transition on the worst setup and hold timing paths stands at 0.06 ns. In this run the clock root is driven by a sky130_fd_sc_hd__clkbuf_16. In the final routed layout, each cell accounts on average for 18.7 um. In the synthesized netlist the async set-or-reset flop fraction comes to 0. For this run, the register share of the synthesized area comes to 0.171.

TritonCTS created 9 clock buffers. Endpoints with negative setup slack in the final report add up to 0. The area of the mapped netlist stands at 8680 um^2. Looking at the critical path, the single cell with the biggest stage delay is sky130_fd_sc_hd__dfxtp_1.

The filler cell count stands at slightly below 3000. The number of setup buffers added after CTS stands at 0. The violation tally recorded at the end of detailed-routing iteration 0 is 903. Per the cell usage report, the commonest logic cell in the layout is sky130_fd_sc_hd__nand2_1.

The first-pass GRT wire length stands at 48200 um. The type recorded for the worst min-delay path is flip-flop to flip-flop. The area recorded from the Yosys report for this design is 8680 um^2.

The number of enable-type register cells in the synthesized netlist stands at 0. Per the post-route antenna check, the number of violating nets is 0. The iteration count recorded for the first detailed-route pass is 5. The number of global-route vias before repair stands at 8757.

STA lists the maximum fanout along the critical path as 20. The analysis reports a worst IR drop on VDD of 0.143 mV. The critical path ends at out[21]. The total negative slack for setup checks stands at 0 ns. The maximum count of clock buffers along a single path stands at 2.

The height of the die stands at around 170 um. After floorplanning, the core was divided into 61 placement rows. The worst-skew pair later-pin latency stands at 0.34 ns.

After synthesis, the design contains around 1200 cells according to Yosys. The number of antenna violations at the first check in global routing is 0. The total of warnings raised by yosys stands at 7. The required time at the worst endpoint is listed as ~7.4 ns.

In this run the critical register-to-register path is launched from pipe_1_out_1[2]. The clock arrives with 0.00998 ns of skew. The worst setup path is captured at an output port.

Setup repair after global routing left no endpoint under its margin. Across every metal layer, demand over resource in global routing totals 0.209. Once detailed placement completed, the half-perimeter wirelength came to roughly 23000 um. The area inside the core boundary stands at 28100 um^2.

TritonCTS built the clock tree. The proportion of layout cells with a drive suffix above 1 stands at 0.0624. The leakage dissipation stands at 0.00390 uW.

According to the timing report, the arrival time at the worst endpoint equals between 5 and 6 ns. The flow ran to the end, and the final reports show no timing, DRC or antenna violations. The most numerous cell type found on the critical path is sky130_fd_sc_hd__a21oi_1.

The routed layout has 9320 vias. The core utilization before placement stands at 0.309. The number of gates resized after CTS was 0. The share of the core filled with cells in the final layout stands at 0.359. For this run, the leading register cell type out of synthesis is sky130_fd_sc_hd__dfxtp_1. The top cell types in the final layout, fill and taps aside, are sky130_fd_sc_hd__nand2_1, sky130_fd_sc_hd__nor2_1, sky130_fd_sc_hd__a21oi_1, sky130_fd_sc_hd__clkdlybuf4s50_1, sky130_fd_sc_hd__o21ai_0.

The routed layout reports a DRC error count of 0. The launch point of the critical path was reported as pipe_2_out[7]. After floorplanning, the die was sized to cover just under 30000 um^2. The minimum setup slack among reg-to-reg paths stands at 4.41 ns. The number of OpenROAD warnings stands at 34. The length in cells of the worst reg-to-reg path stands at 17.

The tally of unique sky130hd cells used after synthesis stands at 86. Post-route period utilization is reported as 0.811. A synthesized cell averages 7.24 um^2. The top-level I/O count stands at 82. Hold-check failures listed in the final report amount to 0. The number of sinks handled by clock tree synthesis stands at 74. The total length of routed wires stands at approximately 30000 um. The amount of wire on met3 after detailed routing stands at 1840 um. Per the run summary, max-cap violations total 0. STA classifies the critical path startpoint as a flip-flop. Listed in order, past its start point the critical path passes or4b_2 -> o21ai_0 -> a21oi_1 -> a211o_1 -> inv_1 -> ha_1 -> nor2b_1 -> ha_1 -> a21o_1 -> a21oi_1 -> o21bai_1 -> a21oi_1 -> nor2b_1 -> o21ai_0 -> nand2b_1 -> fa_1 -> nand2_1 -> a21oi_1 -> clkdlybuf4s50_1.

In the final report, the number of pins over their slew limit comes to 0. The peak clock frequency supported by timing stands at 0.134 GHz. The post-synthesis to final-layout area growth stands at 16.2%. The routed length on met1 stands at ~13000 um. The minimum period implied by the final worst setup slack stands at 7.46 ns. The largest stage delay on the critical path stands at roughly 0.67 ns. The number of synthesized register bits stands at approximately 74. The die is 172 um wide. 0 antenna diodes ended up in the layout. The max-slew headroom at the worst pin stands at 0.471. The H-tree generated during clock tree synthesis spans 3 levels. The sum of overflow across all layers after global routing stands at 0. The number of I/O port buffers stands at 80. The total of hold buffers inserted after clock tree synthesis stands at 0. In this run the critical register-to-register path is captured at pipe_2_out[7]. Entering global routing, the biggest net connects approximately 48 pins.

The transition time recorded at the tightest slew-check pin is between 0.7 and 0.8 ns. The worst setup path is of the flip-flop to output port kind. Dividing the detail-routed via count by the number of cells gives 5.79.
==> metrics by stage <==
stage / hold WS [ns] / instance area, um^2 / std cells / setup slack (ns) / power, uW
after floorplan: 0.310 / 8680 / 1199 / 3.10 / 1970
after global placement: 0.311 / 9780 / 1595 / 2.24 / 2710
after detailed placement: 0.312 / 9780 / 1595 / 2.12 / 2700
after CTS: 0.326 / 10100 / 1611 / 1.75 / 3070
after global routing: 0.330 / 10100 / 1611 / 1.38 / 3350
final: 0.325 / 10100 / 1611 / 1.74 / 3070
==> registers in the layout, indices dropped and copies added, names as in the netlist <==
signal	count
pipe_1_out_2	27
pipe_2_out	27
pipe_1_out_1	19
pipe_2_carry	1
==> worst max-delay path, delay by kind of cell (launching register included) <==
kind                       cells  cell delay, ns
adders and majority gates      3            1.12
AOI/OAI and AO/OA              9            1.71
and+or+nand+nor                5            1.07
DFF                            1            0.67
buffers and inverters          2            0.70
==> cell type report <==
| cell class | count | area, um^2 | area share |
|---|---|---|---|
| Tap cell | 378 | 473 | 0.0469 |
| Clock inverter | 7 | 82.6 | 0.00819 |
| Clock buffer | 9 | 225 | 0.0223 |
| Multi-Input combinational cell | 995 | 6690 | 0.663 |
| Inverter | 47 | 176 | 0.0175 |
| Timing Repair Buffer | 101 | 958 | 0.0950 |
| Sequential cell | 74 | 1480 | 0.147 |
==> report_power, final <==
group	internal [uW]	switching (uW)	leakage [uW]
registers	413	216	0.000621
logic	994	1090	0.00313
clock network	215	143	0.000145
total	1620	1450	0.00390
==> metal layers <==
metal  GRT usage  vias to the layer above
met1       0.284                     4348
met3      0.0301                       91
li1            -                     4527
met5           0                        -
met2       0.342                      354
met4      0.0681                        0
==> cell usage after synthesis (11+ instances only) <==
cell type,n,area share
sky130_fd_sc_hd__or3_1,19,0.014
sky130_fd_sc_hd__nand2b_1,20,0.014
sky130_fd_sc_hd__mux2i_1,39,0.045
sky130_fd_sc_hd__a22oi_1,23,0.020
sky130_fd_sc_hd__nand2_1,129,0.056
sky130_fd_sc_hd__nand3_1,25,0.014
sky130_fd_sc_hd__a221o_1,12,0.014
sky130_fd_sc_hd__and3_1,18,0.013
sky130_fd_sc_hd__o21ai_0,76,0.044
sky130_fd_sc_hd__a211oi_1,22,0.019
sky130_fd_sc_hd__nor3_1,40,0.023
sky130_fd_sc_hd__nor2_1,101,0.044
sky130_fd_sc_hd__or4_1,11,0.0095
sky130_fd_sc_hd__nor4_1,22,0.016
sky130_fd_sc_hd__inv_1,46,0.020
sky130_fd_sc_hd__ha_1,46,0.066
sky130_fd_sc_hd__mux2_2,16,0.021
sky130_fd_sc_hd__a221oi_1,19,0.019
sky130_fd_sc_hd__xor2_1,14,0.014
sky130_fd_sc_hd__clkbuf_1,71,0.031
sky130_fd_sc_hd__xnor2_1,56,0.057
sky130_fd_sc_hd__dfxtp_1,74,0.17
sky130_fd_sc_hd__a21oi_1,84,0.048
sky130_fd_sc_hd__o31ai_1,13,0.011
sky130_fd_sc_hd__a31oi_1,17,0.012
==> how the worst min path moves through the flow <==
| stage | startpoint | end | slack (ns) | cells past startpoint |
|---|---|---|---|---|
| CTS | pipe_1_out_2[21] | pipe_2_out[21] | 0.33 | 0 |
| global route | pipe_1_out_2[18] | pipe_2_out[18] | 0.33 | 0 |
| finish | pipe_1_out_2[23] | pipe_2_out[23] | 0.32 | 0 |
==> logic make-up (layout without fill, tap and decap cells) <==
group           after synthesis  count (layout)  share of synthesized area
flops                        74              74                      0.171
other cells                   1               1                   0.000432
simple gates                440             440                      0.249
compound gates              373             373                      0.294
fa+ha+maj                    51              51                     0.0779
xor+xnor                     71              71                     0.0725
buf+inv                     130             164                     0.0597
mux                          59              59                     0.0761
No activity file was given, so power comes from the tool's default toggle rates.
